**run.sh**
```bash
#!/bin/bash
# OpenROAD 26Q1-2900-gdf79404cd8, Yosys 0.63+post, stock flow scripts
make -C /OpenROAD-flow-scripts/flow DESIGN_CONFIG=/design/flow/config.mk WORK_HOME=/design/flow/orfs finish
```
**config.mk**
```make
export PLATFORM = sky130hd
export DESIGN_NAME = rs170_top
export DESIGN_NICKNAME = rs170_top
export VERILOG_FILES = /design/flow/design.v
export SDC_FILE = /design/flow/constraint.sdc
export NUM_CORES = 4
export LEC_CHECK = 1
export CORE_UTILIZATION = 30
```
**constraint.sdc**
```tcl
current_design rs170_top

set clk_period 2.6
set clk_io_pct 0.2

create_clock -name clk0 -period $clk_period [get_ports {clk}]

set non_clock_inputs [all_inputs -no_clocks]
set_input_delay [expr $clk_period * $clk_io_pct] -clock clk0 $non_clock_inputs
set_output_delay [expr $clk_period * $clk_io_pct] -clock clk0 [all_outputs]
```
**design.v**
```verilog
module rs170_top (
    input clk,
    output led134,
    output reg oled_dc = 0,
    output reg oled_rw = 0,
    output reg oled_cs = 1,
    output reg oled_e = 1,
    output reg oled_reset = 1,
    output reg [7:0] oled_data
  );
  reg [4:0] counter = 0;
  reg initializing = 1;
  reg donewithgddram = 0;
  reg [7:0] oled_inits[0:24];
  reg [7:0] oled_gdram [0:1023];   
  reg [7:0] buffered_oled_cmds;
  reg [7:0] buffered_oled_data;
  assign led134 = 1;           
  reg [4:0] counter = 0;
  reg initializing = 1;
  reg donewithgddram = 0;
  reg [7:0] oled_inits[0:24];
  reg [7:0] oled_gdram [0:1023];
  reg [7:0] buffered_oled_cmds;
  reg [7:0] buffered_oled_data;
  assign led134 = 1;           
  reg [0:6]  which_init = 7'd0;
  reg [0:10] which_byte = 11'd0;
  reg [4:0] clocksperbyte = 5'd16;      
  always @(negedge clk) begin
    if(initializing == 0)
      oled_dc <= 1;
  end
  always @(posedge clk) begin
    counter <= counter + 1;    
    if(initializing == 1 & counter > 1 & counter < 5 & which_init == 0)
      oled_reset <= 0;
    else
      oled_reset <= 1;
    if(counter > 1 & counter < 14)
      oled_cs <= 0;
    else
      oled_cs <= 1;
    if(which_init < 25) begin
      initializing <= 1;
    end
    if(which_init > 25 & initializing != 0)begin
      initializing <= 0;
    end
    if(which_byte > 1023) begin
      initializing <= 0;
      donewithgddram <= 1;
      which_byte <= 0;
    end
    if (counter >= 8 & counter != 16 & donewithgddram != 1) begin
      oled_e <= 0;
    end
    if (counter == 0)
      oled_e <= 1;
    if( initializing == 1) begin
      oled_data <= buffered_oled_cmds;
    end
    else
      oled_data <= buffered_oled_data;
    if (counter == 15) begin
      oled_e <= 0;
      if(which_byte <= 1024 & initializing == 0 & donewithgddram != 1)
        which_byte <= which_byte + 1;
      if(which_init <= 25 & initializing == 1)
        which_init <= which_init + 1;
    end
    if(counter == 16)
      counter <= 0;
    if(counter == clocksperbyte)
      counter <= 0;
    if(initializing == 1 & donewithgddram != 1)
      buffered_oled_cmds <= oled_inits[which_init];
    if(initializing == 0 & donewithgddram != 1)
      buffered_oled_data <= oled_gdram[which_byte];
  end
  always @(posedge clk) begin
    oled_gdram[400] <= 8'b11111111;
    oled_gdram[420] <= 8'b11111111;
    oled_gdram[440] <= 8'b11111111;
    oled_gdram[460] <= 8'b11111111;
    oled_gdram[480] <= 8'b11111111;
    oled_gdram[500] <= 8'b11111111;
    oled_gdram[520] <= 8'b11111111;
    oled_inits[0]  <= 8'hAE;
    oled_inits[1]  <= 8'hD5;
    oled_inits[2]  <= 8'h80;
    oled_inits[3]  <= 8'hA8;
    oled_inits[4]  <= 8'h2F;
    oled_inits[5]  <= 8'hD3;
    oled_inits[6]  <= 8'h00;
    oled_inits[7]  <= 8'h00;
    oled_inits[8]  <= 8'h8D;    
    oled_inits[9]  <= 8'h14;
    oled_inits[10] <= 8'hA6;
    oled_inits[11] <= 8'hA4;
    oled_inits[12] <= 8'hA0;
    oled_inits[13] <= 8'hC0;
    oled_inits[14] <= 8'hA8;
    oled_inits[15] <= 8'hDA;
    oled_inits[16] <= 8'h12;
    oled_inits[17] <= 8'h81;
    oled_inits[18] <= 8'hFF;
    oled_inits[19] <= 8'hD9;
    oled_inits[20] <= 8'hF1;
    oled_inits[21] <= 8'hDB;
    oled_inits[22] <= 8'h40;
    oled_inits[23] <= 8'hAF;    
    oled_inits[24] <= 8'h00;  
  end
endmodule
```
==> out/notes.md <==
Per the detail_route report, DRC violations left total 0. Total detailed-routing wirelength: 4430 um. In this run, CTS created clock tree buffers numbering 5. The violation tally recorded at the end of detailed-routing iteration 0 is 226. The layout-stage area growth over the synthesis result was 11.8%; the number of antenna violations at the first check in global routing was 0. The global-route total usage across every layer is 0.112. The worst setup path is of the register to output port kind. The flow ran to the end, but the final reports show violations.

Summing over every cut layer, the via total after detailed routing is 1856. The share of final-layout standard cells stronger than drive strength 1 came out at 0.0509. The worst setup path is launched from a register. The run gives 9.05 um^2 for the average instance area after synthesis.

The warning total across the stage logs works out to 35. The family with the most delay on the worst path is flip-flops. Once placement finished, the instance area stood at 2600 um^2. The number of buffers and inverters on the critical path works out to 1. The run gives 0 as the remaining global-route overflow. TritonCTS built the clock tree. The core outline area is 7770 um^2, and the tally of unique sky130hd cells used after synthesis is 46. Yosys stat counts 267 cells in the synthesized netlist.

After its last routability iteration, the placer logged a weighted congestion of 0.879. The count of buffers from port buffering was 12. Dominant register cell in the synthesized netlist: dfxtp_1.

Clock share of power: 0.398. The tools report the fraction of power consumed by combinational cells as 0. The fraction of registers with async set or reset after synthesis was 0; the leakage power total was 1.01 nW. The maximum number of pins on one net before global-route repair was 28; the number of cell rows was 32. The most critical min-delay path falls under register to register. The critical path endpoint has a required time of 2.08 ns. The portion of total power attributed to sequential cells is 0.601, and the number of flops mapped to enable cells by yosys is 17.

The share of synthesized cell area in and, or, nand and nor gates is 0.211, and the slew of the pin with the lowest slew margin is 0.804 ns. The die covers 8420 um^2. The run gives 0.0356 ns for the worst slack at placement. The largest non-sequential cell family by area was simple AND/OR/NAND/NOR gates.

The proportion of synthesized chip area in sequential cells was 0.443. For this run, the chip area from Yosys synthesis comes to 2420 um^2. Cell internal power was estimated by the tool at 0.973 mW. The peak fanout along the critical path was 1.

Kind of end point of the critical path: an output port. The remaining max-slew budget at the tightest pin came out at 0.464. Summed over all nets, the switching power comes to 0.233 mW. The final max-slew violation count recorded for this run is 0. The run gives 4.92 for the average via count per standard cell. The remaining number of nets flagged by the antenna check after routing came out at 0. With the arithmetic-cell share of the synthesized area counting full adders, half adders and majority gates at 0.0704, the number of detailed-route iterations in the first pass is 4. For the signal arrival time at the worst endpoint, the log shows 2.08 ns. Per the CTS log, the buffer count on the longest clock path is 2. The run gives 15 for the number of top-level pins. Slowest cell on the critical path: edfxtp_1. The first global-routing pass estimated 7570 um of wire. The synthesized-area fraction occupied by xor and xnor cells came out at 0.0290. Antenna repair during routing inserted a diode count of 0. Yosys reported a register bit count of 45. Per STA, the worst path is made up of buf_2. Routed wirelength normalized by instance count: 11.7 um. The deepest level of the CTS H-tree was 2; the post-layout worst setup margin was -0.00476 ns.

Counting endpoints that fail hold in the final report gives 0. The die width is 91.7 um. The tool flagged a number of max-cap violations equal to 0.

The count of endpoints failing setup in the final report was 1; the clock latency at the later pin of the worst-skew pair was 0.34 ns. The stage delay of the slowest cell on the critical path was 0.33 ns; the share of synthesized cell area in and-or and or-and compound cells was 0.177. Summed over all nets, the half-perimeter wirelength after detailed placement is 3050 um. The final clock skew is 0.0486 ns, and the area of all placed cells without fillers is 2700 um^2. For the sink count of the clock tree, the log shows 45. Per the post-synthesis report, the number of cells in the design is 267. In the CTS report, the clock slew at the register clock pins of the worst setup and hold paths is listed as 0.08 ns. Area fraction in mux cells: 0. The logs give 0.311 for the initial core utilization and 1569 for the number of global-route vias before repair. Once layout is complete, the cells apart from fillers number 377.

Before any placement, the netlist area is recorded as 2420 um^2. Net switching share of the total power: 0.194. Setup repair after global routing could not meet its margin everywhere. The number of warnings printed during yosys synthesis was 8139; the tally of filler cells in the layout was 791. The checks that failed: negative setup slack. The worst-case IR drop observed on VDD is 0.000194 V.

The detailed placer reported the number of placed instances as 369. The floorplan step set the die height to 91.7 um. Summing internal, switching and leakage power gives 1.21 mW.

The power density over the cells works out to 447 nW/um^2. Cell at the root of the clock tree: clkbuf_8.
[final timing paths]
check / from / to / slack, ns / cells after the start
worst max-delay path: oled_dc / oled_dc / -0.005 / 1
worst max register to register: which_init[6] / buffered_oled_cmds[3] / 0.36 / 6
worst min register to register: buffered_oled_cmds[7] / oled_data[7] / 0.42 / 1
worst min-delay path: buffered_oled_cmds[7] / oled_data[7] / 0.42 / 1
[stage by stage]
stage | hold WS [ns] | util | setup TNS [ns]
6_report | 0.423 | 0.348 | -0.00476
5_1_grt | 0.446 | 0.348 | -0.0539
4_1_cts | 0.427 | 0.348 | -0.0161
3_5_place_dp | 0.408 | 0.335 | 0
3_3_place_gp | 0.405 | 0.335 | 0
2_1_floorplan | 0.395 | - | 0
[layout make-up]
cell class | count | area, um^2 | area share
multi-input cells | 188 | 1190 | 0.441
repair buffers | 15 | 138 | 0.0510
inverters | 18 | 67.6 | 0.0250
clock buffers | 7 | 97.6 | 0.0361
clock inverters | 2 | 7.51 | 0.00278
flip-flops and latches | 45 | 1070 | 0.397
well taps | 102 | 128 | 0.0473
[cell families (layout without fill, tap and decap cells)]
logic type,Yosys count,after routing
simple gates,99,99
compound gates,63,63
flops,45,45
buf+inv,36,42
fa+ha+maj,14,14
xor+xnor,8,8
other cells,2,4
[sequential cells by signal, summed over array words and instances, names as in the netlist]
register,cells
which_byte,11
oled_reset,1
oled_data,8
oled_cs,1
donewithgddram,1
counter,5
initializing,1
oled_dc,1
buffered_oled_cmds,8
which_init,7
oled_e,1
[power groups by stage]
stage	logic, mW	clock network [mW]	registers, mW
after CTS	0.000349	0.500	0.725
after global routing	0.000790	0.532	0.725
final	0.000329	0.480	0.725
[layer usage]
metal  part of all wire  track usage  vias up
li1                   -            -      963
met4              0.015       0.0156        0
met1               0.52        0.186      834
met2               0.41        0.158       52
met5                  0            0        -
met3              0.055       0.0203        7
[placed cells by master (no fill, tap or decap), types with 2 or more instances in the layout]
cell,instances
ha_1,12
a221oi_1,2
clkbuf_8,5
nor2b_1,5
nor2_1,18
a211o_1,3
buf_4,3
edfxtp_1,17
a21oi_1,14
a211oi_1,2
nand3b_1,5
o211ai_1,3
dfxtp_1,28
nand4_1,3
o21ai_0,13
inv_1,18
a31oi_1,10
nand2b_1,14
nor3b_1,2
o22ai_1,2
conb_1,4
clkdlybuf4s50_1,11
nor4_1,4
o311ai_0,2
xor2_1,3
nand3_1,15
maj3_1,2
nor3_1,7
nand2_1,21
o31a_1,2
o32ai_1,2
xnor2_1,5
[cells in the mapped netlist, drive strengths merged, types with 7 or more instances]
cell	n	area (um^2)
dfxtp	28	561
nand2	21	78.8
inv	19	71.3
nor2	18	67.6
edfxtp	17	510
nand3	15	75.1
a21oi	14	70.1
nand2b	14	87.6
buf	13	75.1
o21ai	13	65.1
ha	12	150
a31oi	10	62.6
nor3	7	35.0
[what timing repair did]
item | 4_1_cts | 5_1_grt
hold buffers | 0 | 0
gates resized | 3 | 0
endpoints found under the setup margin | 1 | 1
setup buffers | 0 | 0
No activity file was given, so power comes from the tool's default toggle rates.
